==> ./design.v <==
module ALU #(parameter WIDTH = 4) (
    input logic [WIDTH - 1:0] A, B,
    input logic [1:0] opcode,
    output logic [WIDTH*2 - 1:0] result,
    output logic N, Z, C, V,
    output logic [6:0]seg1, seg2
);
logic [WIDTH*2-1:0] addResult;
logic [WIDTH*2-1:0] subResult;
logic [WIDTH*2-1:0] andResult;
logic [WIDTH*2-1:0] orResult;
Adder #(WIDTH) adder(
    .num1(A), 
    .num2(B), 	
    .sum(addResult), 
    .cout());
Subtractor #(WIDTH) subtractor(
    .minuendo(A), 
    .sustraendo(B), 
    .diferencia(subResult));
assign andResult = A & B;
assign orResult = A | B;
assign result = (opcode == 2'b00) ? addResult :
                (opcode == 2'b01) ? subResult :
                (opcode == 2'b10) ? andResult :
                (opcode == 2'b11) ? orResult :
                0;
assign N = (opcode == 2'b01 && (A < B));  
assign Z = (result == 0);  
assign C = (opcode == 2'b00) && ((result < A) || (result < B));   
assign V = (opcode == 2'b00) && ((A && B && !result) || (!A && !B && result));  
endmodule
module Adder #(parameter N = 4)(
    input logic [N-1:0] num1,
    input logic [N-1:0] num2,
    output logic [N-1:0] sum,
    output logic cout
);
    logic cin = 1'b0;
    logic tempCarry;
    always_comb begin
        tempCarry = cin;
        for (int i = 0; i < N; i++) begin
            sum[i] = num1[i] ^ num2[i] ^ tempCarry;
            tempCarry = (num1[i] & num2[i]) | (num1[i] & tempCarry) | (num2[i] & tempCarry);
        end
        cout = tempCarry;    
    end
     assign zero = (&(num1 == 0) & &(num2 == num1)) ? 1'b1 : 1'b0;
endmodule
module Subtractor #(parameter N = 4)(
    input logic [N-1:0] minuendo,
    input logic [N-1:0] sustraendo,
    output logic [N-1:0] diferencia
);
    logic[N:0] complemento_dos; 
    logic[N:0] temp_sum;
    logic cout;
    assign complemento_dos = ~sustraendo + 1;
    Adder #(N) restAdder (
        .num1(minuendo),
        .num2(complemento_dos),
        .sum(temp_sum),
        .cout(cout)
    );
	 assign diferencia=(minuendo>sustraendo)?temp_sum[N-1:0]:(~temp_sum[N-1:0]+1);
endmodule
==> ./run.sh <==
#!/bin/bash
# OpenROAD 26Q1-2900-gdf79404cd8, Yosys 0.63+post, stock flow scripts
make -C /OpenROAD-flow-scripts/flow DESIGN_CONFIG=/design/flow/config.mk WORK_HOME=/design/flow/orfs finish
==> ./config.mk <==
export PLATFORM = sky130hd
export DESIGN_NAME = ALU
export DESIGN_NICKNAME = ALU
export VERILOG_FILES = /design/flow/design.v
export SDC_FILE = /design/flow/constraint.sdc
export NUM_CORES = 4
export LEC_CHECK = 1
export CORE_AREA = 10 10 70 70
export DIE_AREA = 0 0 80 80
==> ./constraint.sdc <==
current_design ALU

set clk_period 6.2
set clk_io_pct 0.2

create_clock -name clk0 -period $clk_period

set non_clock_inputs [all_inputs -no_clocks]
set_input_delay [expr $clk_period * $clk_io_pct] -clock clk0 $non_clock_inputs
set_output_delay [expr $clk_period * $clk_io_pct] -clock clk0 [all_outputs]
==> out/metrics.cfg <==
[logic_synthesis]
ys_sh_mux_pct=0.973
yosysMostFrequentCell=ha_1
yosys-stat-area_mm2=0.00103
logic_family=adder cells
synth_area_per_cell_um2=8.16
ys_warn_count=20
top_cells_by_count=20 x ha_1, 18 x buf_4, 13 x inv_1
yosys.area.top_type_share_pct=24.3
top_cells_by_area=ha_1 24%, buf_4 13%, fa_1 7.8%, inv_1 4.7%, nor2_1 3.3%
synth.cell_area_mm2=0.00103
synth_cell_type_count=45
ys_sh_aoi_pct=19.1
netlist_instances=126
adder_share_pct=32.1
ys_cells=126
yosys.area_share.simple_pct=22.7
yosysTopAreaCell=ha_1
postSynthSeqShare_pct=0
xor_share_pct=4.74

[worst_setup_path]
cp_slowest_cell=fa_2
crit_cells=15
crit_type=primary input to primary output
crit_chain=clkdlybuf4s50_1, inv_2, ha_1, inv_1, fa_1, fa_2, and2_1, a21oi_1, o211ai_1, nor3_4, ha_1, o21a_1, o21ai_1, a22o_1, clkdlybuf4s50_1
crit_required_ns=4.96
cp_max_fo=4
startpoint=B[1]
crit_family=adder cells
cp_num_buf_inv=4
worst_setup_path_end_kind=primary output
cp.arrival_ns=4.79
endpoint=C
cp-start-kind=primary input
slowest_delay_ns=0.58

[cells_and_area]
clock_buffers=0
synthToLayoutAreaGrowth_pct=23.2
final-comb-area_um2=916
post-route-util_pct=37.1
drive_above_1_share_pct=17.4
fillers=367
flop_area_um2=0
fin_cells=195
flops=0

[floorplan]
core_mm2=0.00342
die_y_um=80
rows=21
initial_core_util_pct=30.1
die_x_um=80
ios=36
dieArea_mm2=0.00640

[place]
port_buffers=18
dp_hpwl_um=2250
place_inst=192
gp_congestion=0.912

[timing]
max_slew_margin_pct=61.1
finalSetupViolations=0
min_period_over_period_pct=97.3
maxSlewViolCount=0
fmax_mhz=166
holdWs_ns=3.60
tightest_slew_ns=0.581
min_period_ns=6.03
setup-tns-final_ns=0
hold_viol=0

[flow_run]
maxCapViolCount=0
warnings=40

[hold_path]
hold_start=B[0]
hold-path-cell-count=6
min_path_type=primary input to primary output

[drt]
drc=0
drt_pass1_iterations=4
vias=894
antenna_cells=0
dr.first_iter.drc_count=46
viasPerCell=4.58
antenna_left=0
wire_per_inst_um=13.3
totalWireLength_um=2600

[pwr]
cellLeakagePower_nw=0.586
p_per_area_mw_per_mm2=106
pwr-share-seq_pct=0
ir_drop_uv=44.9
p_int_mw=0.0697
comb_power_share_pct=100.0
swShare_pct=48.1
switchingPower_mw=0.0647
clockPowerShare_pct=0

[grt]
grt_overflow=0
grt_usage_pct=7.66
antenna_found_initial=0
grt_max_degree=18
grt_pass1_wl_um=4130
grt_pass1_vias=872

[run_status]
run_status=completed

routing by layer:
layer	part of all wire, %	vias up	GRT usage (%)
li1	-	451	-
met1	50	413	11.2
met2	44	30	11.9
met3	6.3	0	1.70
met4	0	0	0
met5	0	-	0
cell families after synthesis:
kind of cell,Yosys count
and+or+nand+nor,35
buffers and inverters,34
AOI/OAI and AO/OA,27
adders and majority gates,24
xor gates and xnor gates,4
muxes,1
other,1
final cells by class:
class / instances / share of cell area [%]
multi-input cells: 109 / 72.3
repair buffers: 26 / 18.9
inverters: 14 / 4.34
well taps: 46 / 4.54
stage by stage:
stage                     instance area, um^2  power (mW)  setup WS (ns)
after floorplan                          1090      0.0838           1.18
after global placement                   1220       0.123         0.0455
after detailed placement                 1220       0.124        -0.0165
after CTS                                1230       0.127         0.0179
after global routing                     1270       0.149        -0.0208
final                                    1270       0.134          0.165
worst min-delay path, stage by stage:
cell	delay (ns)
dlygate4sd2_1	0.26
inv_1	0.07
ha_1	0.24
nand4_1	0.08
mux2i_1	0.06
clkdlybuf4s50_1	0.40
power by group through the flow:
stage,Clock [mW],Sequential [mW],Combinational [mW]
final,0,0,0.134
after global routing,0,0,0.149
after CTS,0,0,0.127
worst min-delay path by stage:
stage / slack (ns) / to
CTS: 3.61 / V
global route: 3.68 / V
finish: 3.60 / V
cell usage in the layout, fill, tap and decap left out, drive strengths merged, types with 2 or more instances in the layout:
| cell type | count |
|---|---|
| buf | 8 |
| o22ai | 2 |
| o31ai | 2 |
| o211ai | 2 |
| nor4b | 2 |
| and2 | 3 |
| nand2 | 4 |
| nor4 | 3 |
| nand3 | 2 |
| nor2 | 9 |
| xor2 | 2 |
| conb | 18 |
| nor3 | 4 |
| a21oi | 4 |
| fa | 4 |
| o21a | 4 |
| o21ai | 7 |
| nor2b | 2 |
| ha | 20 |
| clkdlybuf4s50 | 17 |
| inv | 14 |
timing repair:
item,CTS,global route
pin swaps,3,4
hold buffers,0,0
gates cloned,0,0
buffers inserted,1,2
resized,3,4
endpoints found under the setup margin,1,2
Power figures rest on the tool's default switching activity, not on a simulated workload.
