[config.mk]
export PLATFORM = sky130hd
export DESIGN_NAME = sieteSegmentosHex
export DESIGN_NICKNAME = sieteSegmentosHex
export VERILOG_FILES = /design/flow/design.v
export SDC_FILE = /design/flow/constraint.sdc
export NUM_CORES = 4
export LEC_CHECK = 1
export CORE_AREA = 10 10 70 70
export DIE_AREA = 0 0 80 80
[constraint.sdc]
current_design sieteSegmentosHex

set clk_period 1.1
set clk_io_pct 0.2

create_clock -name clk0 -period $clk_period

set non_clock_inputs [all_inputs -no_clocks]
set_input_delay [expr $clk_period * $clk_io_pct] -clock clk0 $non_clock_inputs
set_output_delay [expr $clk_period * $clk_io_pct] -clock clk0 [all_outputs]
[design.v]
module sieteSegmentosHex(input A, B, C, D, output [6:0] display);
assign display[0] = ~((~B&~D)|(B&C)|(A&~D)|(~A&C)|(A&~B&~C)|(~A&B&D));	 
assign display[1] = ~((~B&~D)|(~B&~C)|(~A&C&D)|(A&~C&D)|(~A&~C&~D));
assign display[2] = ~((A&~B)|(~C&D)|(~A&B)|(~A&D)|(~B&~C));
assign display[3] = ~((A&B&~D)|(~B&~C&~D)|(B&~C&D)|(~A&C&~D)|(A&~B&D)|(~A&~B&C));
assign display[4] = ~((~B&~D)|(C&~D)|(A&B)|(A&C));
assign display[5] = ~((A&~B)|(B&~D)|(A&C)|(~C&~D)|(~A&B&~C));
assign display[6] = ~((C&~D)|(A&~B)|(~B&C)|(A&D)|(~A&B&~C));
endmodule
[run.sh]
#!/bin/bash
# OpenROAD 26Q1-2900-gdf79404cd8, Yosys 0.63+post, stock flow scripts
make -C /OpenROAD-flow-scripts/flow DESIGN_CONFIG=/design/flow/config.mk WORK_HOME=/design/flow/orfs finish
==> job_summary.md <==
## Synthesis and layout report

| Metric | Value |
|---|---|
| Setup TNS Final | `-518 ps` |
| DRC Markers | `0` |
| Area of the core | `between 3000 and 4000 µm²` |
| Max incr delay on CP | `about 150 ps` |
| Mapped Area | `roughly 210 µm²` |
| I/O Buffers | `11` |
| Wire per inst | `around 10 µm` |
| Crit path capture type | `output pin` |
| FFs & Latches | `0` |
| Pre-Place Util | `just over 6%` |
| Setup CP Type | `in2out` |
| Antenna Nets Post-Route | `0` |
| Largest fanout on the critical path | `6` |
| HPWL after DPL | `between 600 and 700 µm` |
| Total global routing track utilization | `3.07%` |
| Tool warning count | `34` |
| Ys cells | `35` |
| Vias | `~350` |
| Worst path slowest cell | `nand2b_4` |
| Die H | `roughly 80 µm` |
| Row count | `21` |
| # setup viols final | `7` |
| Worst path required time | `880 ps` |
| Synthesized area per cell | `between 6 and 7 µm²` |
| Initial antenna violation count | `0` |
| Count of clock buffers in the final design | `0` |
| CP Data Arrival Time | `980 ps` |
| Final slew viol count | `0` |
| RSZ-0062 raised after global routing | `true` |
| DRT iter0 DRCs | `2` |
| Final worst setup slack | `-103 ps` |
| Hold path cells | `4` |
| Warnings from Yosys | `0` |
| # diodes | `0` |
| Status | `complete, but fails checks` |
| Largest net degree at the start of global routing | `9` |
| Leakage | `approximately 0.00030 µW` |
| Tightest Hold Check Type | `in2out` |
| Area growth from synthesis to final layout | `193%` |
| Crit-path most repeated cell | `buf_8` |
| Final Core Density | `a little under a fifth` |
| Yosys stat chip area | `roughly 210 µm²` |
| Chip area | `about 6400 µm²` |
| Share of layout cells above drive strength 1 | `roughly four fifths` |
| Number of global-route vias before repair | `just over 300` |
| Failing checks | `negative setup slack` |
| Register area | `0 µm²` |
| Post-layout minimum cycle time | `between 1000 and 1500 ps` |
| Cell Type Count | `19` |
| Die width | `~80 µm` |
| Overflow after GRT | `0` |
| Via density | `about 3.3` |
| VDD IR-drop max | `approximately 140 µV` |
| Max Fclk | `between 0.8 and 0.9 GHz` |
| PwrDens | `between 300 and 400 nW/µm²` |
| # hold bufs at CTS | `0` |
| Register share after synthesis | `0%` |
| Post-Syn Instances | `35` |
| Drt total wl | `about 1100 µm` |
| Placer congestion estimate | `0.805` |
| Final hold violation count | `0` |
| MaxCap Viol Count | `0` |
| Crit path launch type | `input port` |
| I/O pins | `11` |
| Period utilization | `109%` |
| First-pass GRT wire length | `approximately 1600 µm` |
| Slew margin rel. | `between 80% and 90%` |
| Detailed Routing Iterations Pass 1 | `3` |
| CP Cell Sequence | `buf_8, buf_6, buf_8, nand2b_4, nor2_4, a21o_1, buf_2` |
| Tightest Pin Transition | `between 150 and 200 ps` |
kinds of logic (layout without fill, tap and decap cells):
family	after synthesis	count (layout)	synth area share [%]
AND-OR/OR-AND	11	11	36.7
XOR/XNOR	1	1	4.14
buffers and inverters	5	30	17.2
AND/OR/NAND/NOR	18	18	42.0
critical path, delay by kind of cell:
kind	cells	cell delay (ps)
buffers and inverters	4	430
AND/OR/NAND/NOR	2	230
AND-OR/OR-AND	1	110
layout by cell type (no fill, tap or decap), types with 3 or more instances in the layout:
cell and n:
buf_6 11, buf_2 7, buf_4 6, buf_8 4, nand2_2 3, nand2b_4 3, nand2_1 3, a21o_1 3
nor2_1 3
path summary, 6_finish.rpt:
path / startpoint / end / slack [ps]
hold / removal: C / display[4] / 790
setup / recovery: C / display[0] / -100
synth_stat cells:
library cell,n,area [µm²]
o31ai_1,1,7.51
inv_1,1,3.75
and2b_1,1,7.51
nor2_1,4,15.0
xnor2_1,1,8.76
o21ai_0,1,5.00
buf_2,2,10.0
nand2b_1,3,18.8
buf_6,2,22.5
o22ai_1,2,12.5
nor2b_2,1,8.76
o32ai_1,1,8.76
a21oi_1,1,5.00
a21o_1,3,22.5
a221o_1,1,10.0
or3_1,1,6.26
nor3_1,2,10.0
a31oi_1,1,6.26
nand2_1,6,22.5
repair_timing:
| item | CTS | global route |
|---|---|---|
| buffers inserted | 8 | 2 |
| endpoints found under the hold margin | 0 | 0 |
| gates cloned | 1 | 0 |
| gates resized | 75 | 11 |
| pin swaps | 12 | 9 |
| endpoints found under the setup margin | 7 | 7 |
area by class of cell:
type	instances	area (µm²)
tap	46	57.6
fill	386	2800
inverter	1	3.75
timing repair buffer	29	284
multi-input combinational	30	275
report_power, final:
part / switching, µW / internal (µW)
combinational: 91.6 / 141
clock: 0 / 0
sequential: 0 / 0
total: 91.6 / 141
through the flow:
step                cells  power, µW  instance area (µm²)  setup slack [ps]  hold slack (ps)
CTS                   104        206                  558              -121              810
finish                106        233                  621              -103              794
detailed placement     95        149                  399              -922             1580
floorplan              35       67.3                  211              70.3              557
global placement       95        150                  399              -923             1570
global route          106        250                  621              -153              823
routing by layer:
metal | GRT usage, % | routed length (µm) | up-vias | share of wire [%]
met5 | 0 | 0 | - | 0
met3 | 0.568 | 41 | 0 | 3.8
li1 | - | - | 175 | -
met4 | 0 | 0 | 0 | 0
met2 | 4.33 | 477 | 7 | 44
met1 | 4.88 | 555 | 172 | 52
Power and IR drop assume default switching activity.
