$ cat /design/flow/config.mk
export PLATFORM = sky130hd
export DESIGN_NAME = pwm
export DESIGN_NICKNAME = pwm
export VERILOG_FILES = /design/flow/design.v
export SDC_FILE = /design/flow/constraint.sdc
export NUM_CORES = 4
export LEC_CHECK = 1
export CORE_AREA = 10 10 70 70
export DIE_AREA = 0 0 80 80
$ cat /design/flow/constraint.sdc
current_design pwm

set clk_period 1.1
set clk_io_pct 0.2

create_clock -name clk0 -period $clk_period [get_ports {SLK}]

set non_clock_inputs [all_inputs -no_clocks]
set_input_delay [expr $clk_period * $clk_io_pct] -clock clk0 $non_clock_inputs
set_output_delay [expr $clk_period * $clk_io_pct] -clock clk0 [all_outputs]
$ cat /design/flow/design.v
module pwm (input [3:0] Velocidad,
	input SLK,
   output reg pwm
);
reg [3:0] counter;  
initial begin
		counter = 0;
end
	always @ (posedge SLK) begin
		pwm <= Velocidad >= counter ;
		counter <= counter + 1;
   end 
endmodule 
$ cat /design/flow/run.sh
#!/bin/bash
# OpenROAD 26Q1-2900-gdf79404cd8, Yosys 0.63+post, stock flow scripts
make -C /OpenROAD-flow-scripts/flow DESIGN_CONFIG=/design/flow/config.mk WORK_HOME=/design/flow/orfs finish
==> Slide: Implementation Results <==
Implementation Results

Timing
  – Smallest setup slack after layout: -0.0527 ns
  – Worst max-slew margin expressed relative to the limit: 83.0%
  – Final Hold Vio Count: 0
  – Final period utilization: 105%
  – Measured slew at the worst slew-check pin: 0.255 ns
  – Number of pins exceeding their max-slew limit in the final report: 0
  – Setup-violating endpoint count in the final report: 1
  – Worst Hold Slack: 0.483 ns
  – Min Tclk post-route: 1.15 ns
  – Max frequency: 868 MHz
  – Setup repair after global routing missed its margin: true
  – Final clock skew: 0.00459 ns

Min path
  – Worst hold path class: reg -> reg
  – Hold path cells: 1

Drt
  – Initial detailed-routing violation count: 1
  – Wirelength per Cell: 6.07 µm
  – Via count: 193
  – Number of antenna-violating nets in the routed design: 0
  – Via density: 2.35
  – Number of antenna cells inserted: 0
  – Remaining design rule violation count: 0
  – Overall routed net length: 498 µm
  – First-pass iteration count of the detailed router: 2

Critical path
  – Critical path fanouts, max: 2
  – Reg2Reg Depth: 4
  – Worst Path Arrival: 1.28 ns
  – Slowest-stage cell, CP: sky130_fd_sc_hd__dfxtp_2
  – Number of cells on the critical path: 4
  – Buffers & Inverters on Critical Path: 0
  – Endpoint type of the worst setup path: flip-flop
  – Worst Path Class, Setup: reg -> reg
  – Critical Path, Cell by Cell: ha_4 > nand2b_4 > a2111oi_4 > nor3_2
  – Data required, critical path: 1.23 ns
  – Worst setup SP type: flip-flop
  – Slowest stage delay, CP: 0.34 ns
  – Cell class contributing the biggest share of worst-path delay: flip-flops

Power
  – Relative contribution of the clock network to total power: 49.6%
  – Switching Power: 0.0898 mW
  – Overall power after layout: 0.435 mW
  – Logic gate share of total power: 8.2%
  – Fraction of power spent switching nets: 20.7%
  – Internal cell power: 0.345 mW
  – Pwr per Cell Area: 954 nW/µm²
  – Sequential share of power: 42.2%
  – P_leak: 0.182 nW
  – Peak ir drop on the vdd network: 0.279 mV

Cells and area
  – Most frequently placed logic cells in the final layout: 4 x sky130_fd_sc_hd__inv_1, 4 x sky130_fd_sc_hd__dfxtp_1, 4 x sky130_fd_sc_hd__buf_4
  – Ratio of cells with drive above 1 in the final layout: 41.7%
  – Area added between synthesis and finish: 90.6%

Die
  – X dimension of the die: 80 µm
  – Cell row count: 21
  – Initial core utilization: 7.00%
  – # IOs: 6
  – Core Area: 3420 µm²
  – Chip Height: 80 µm
  – Total die area: 6400 µm²

Run status
  – Status: finished, violations left
  – Violated checks: setup timing

Synthesis
  – Most area-hungry cell type in the Yosys netlist: sky130_fd_sc_hd__dfxtp_1
  – Total of flip-flops plus latches after synthesis: 5
  – Top cell type's share of synthesized area: 41.9%
  – Number of distinct library cell variants in the gate-level netlist after synthesis: 10
  – Top cells by area, synth: sky130_fd_sc_hd__dfxtp_1 42%, sky130_fd_sc_hd__ha_1 26%, sky130_fd_sc_hd__inv_1 7.9%
  – Chip area from the yosys synthesis statistics: 239 µm²
  – Total standard cell area after synthesis: 239 µm²
  – Post-synthesis average cell area: 10.4 µm²
  – Synth warnings: 1
  – Cell count listed in synth_stat.txt: 23
  – Part of the Yosys area used for sequential elements: 41.9%
  – Post-Syn Instances: 23

Placed design
  – Post-detail-place hpwl: 405 µm
  – Last weighted congestion value of the routability-driven placer: 0.671
  – Count of input and output buffers: 5

GRT
  – Via count of the first global-routing pass: 233
  – Grt ovf: 0
  – Antenna violations before repair: 0
  – Overall global routing resource usage: 1.83%
  – Pin count of the biggest net entering global routing: 4
  – Global-route wire length before repair: 924 µm

Clock network
  – Hold-fix buffer count after cts: 0
  – Maximum buffer depth of the clock tree: 2
  – Cts bufs inserted: 3
  – Setup repair bufs after CTS: 0
  – CTS Root Cell: sky130_fd_sc_hd__clkbuf_4
  – Clock Latency Late Sink: 0.24 ns
  – Clock tree from TritonCTS: done
  – Clk sink count: 5
  – Depth of the CTS H-tree: 1
  – Clock input transition at the sequential cells of the worst setup and hold paths: 0.05 ns

Job
  – Number of warnings in the stage logs: 28
  – Max-cap check violation count: 0
## cell type report
cell class / count / area [µm²]
Fill cell: 398 / 2960
Multi-Input combinational cell: 13 / 175
Sequential cell: 5 / 101
Timing Repair Buffer: 9 / 76.3
Tap cell: 46 / 57.6
Clock buffer: 4 / 26.3
Inverter: 5 / 18.8
## state kept, by name, indices dropped and copies added, names as in the netlist
name / cells
counter: 4
pwm: 1
## logic make-up after synthesis
logic type / share of synthesized area, %
buf+inv: 7.85
fa+ha+maj: 26.2
simple gates: 10.5
flops: 41.9
xor+xnor: 7.33
compound gates: 6.28
## power by group through the flow
stage     clock network [mW]  registers (mW)  logic (mW)
4_1_cts                0.227           0.183      0.0340
5_1_grt                0.239           0.183      0.0397
6_report               0.215           0.184      0.0357
## layer usage
layer	track usage (%)	part of all wire, %	vias up
li1	-	-	100
met1	1.73	35	83
met2	2.65	41	8
met3	1.59	15	2
met4	1.06	8.0	0
met5	0	0	-
## per-stage QoR
stage | cells | TNS (ns) | instance area [µm²] | util [%] | setup slack [ns]
final | 82 | -0.0527 | 455 | 13.3 | -0.0527
after floorplan | 23 | -0.0166 | 285 | - | -0.0166
after global placement | 78 | -0.457 | 423 | 12.4 | -0.457
after CTS | 82 | -0.0553 | 445 | 13.0 | -0.0553
after global routing | 82 | -0.101 | 455 | 13.3 | -0.101
after detailed placement | 78 | -0.478 | 423 | 12.4 | -0.478
## worst reg2reg max path: cells and delay by family (launching register included)
| family | cells | cell delay [ns] |
|---|---|---|
| adder cells (fa/ha/maj) | 1 | 0.19 |
| AND-OR/OR-AND | 1 | 0.29 |
| flip-flops | 1 | 0.34 |
| AND/OR/NAND/NOR | 2 | 0.22 |
## final timing paths
| check | from | endpoint | slack (ns) |
|---|---|---|---|
| hold / removal | counter[2] | counter[2] | 0.48 |
| setup / recovery | counter[0] | pwm | -0.05 |
| hold reg to reg | counter[2] | counter[2] | 0.48 |
| setup reg to reg | counter[0] | pwm | -0.05 |
## synth_stat cells
library cell                n
sky130_fd_sc_hd__ha_1       5
sky130_fd_sc_hd__a2111oi_2  1
sky130_fd_sc_hd__nor2_1     1
sky130_fd_sc_hd__nand2b_1   1
sky130_fd_sc_hd__inv_1      5
sky130_fd_sc_hd__dfxtp_1    5
sky130_fd_sc_hd__nor3_1     2
sky130_fd_sc_hd__nand3_1    1
sky130_fd_sc_hd__xor2_1     1
sky130_fd_sc_hd__xnor2_1    1
## timing repair
action,in CTS,in global routing
pin swaps,1,0
gates resized,4,2
setup endpoints to repair,2,1
Power is estimated from default activity; no workload was simulated.
